==> /design/flow/design.v <==
`timescale 1ns / 1ps
module registerFile(
    input clk,
    input reset,
    input [15:0] instruction,            
    input [15:0] selectedValue,          
    output reg [15:0] valueBits7to4,
    output reg [15:0] valueBits11to8,       
    output reg [15:0] valueBits15to12
    );
    reg [15:0] registers [0:15];         
    wire [3:0] op;
    wire [3:0] bits7to4;
    wire [3:0] bits11to8;
    wire [3:0] bits15to12;
    assign op = instruction[3:0];
    assign bits7to4 = instruction[7:4];
    assign bits11to8 = instruction[11:8];
    assign bits15to12 = instruction[15:12];
    integer i;
    initial begin        
        for (i = 0; i < 16; i = i + 1)
            begin
                registers[i] <= 16'b0;
            end
    end
    always @(posedge clk)
        begin
            if (reset)       
                begin
                    for (i = 0; i < 16; i = i + 1)
                        registers[i] <= 16'b0;
                end
            else begin
                registers[0] = 16'b0;
                if (op >= 4'b0010 && op <= 4'b1011)      
                    begin
                        registers[bits7to4] = selectedValue;
                    end
                else if (op == 4'b0001)                              
                        begin                                   
                            registers[bits15to12] = selectedValue;
                        end
                    end                                              
            end
        always @(*)
            begin
                case(bits7to4)
                    1: valueBits7to4 = registers[1];
                    2: valueBits7to4 = registers[2];
                    3: valueBits7to4 = registers[3];
                    4: valueBits7to4 = registers[4];
                    5: valueBits7to4 = registers[5];
                    6: valueBits7to4 = registers[6];
                    7: valueBits7to4 = registers[7];
                    8: valueBits7to4 = registers[8];
                    9: valueBits7to4 = registers[9];
                    10: valueBits7to4 = registers[10];
                    11: valueBits7to4 = registers[11];
                    12: valueBits7to4 = registers[12];
                    13: valueBits7to4 = registers[13];
                    14: valueBits7to4 = registers[14];
                    15: valueBits7to4 = registers[15];
                endcase
                case(bits11to8)
                    1: valueBits11to8 = registers[1];
                    2: valueBits11to8 = registers[2];
                    3: valueBits11to8 = registers[3];
                    4: valueBits11to8 = registers[4];
                    5: valueBits11to8 = registers[5];
                    6: valueBits11to8 = registers[6];
                    7: valueBits11to8 = registers[7];
                    8: valueBits11to8 = registers[8];
                    9: valueBits11to8 = registers[9];
                    10: valueBits11to8 = registers[10];
                    11: valueBits11to8 = registers[11];
                    12: valueBits11to8 = registers[12];
                    13: valueBits11to8 = registers[13];
                    14: valueBits11to8 = registers[14];
                    15: valueBits11to8 = registers[15];
                endcase
                case(bits15to12)
                    1: valueBits15to12 = registers[1];
                    2: valueBits15to12 = registers[2];
                    3: valueBits15to12 = registers[3];
                    4: valueBits15to12 = registers[4];
                    5: valueBits15to12 = registers[5];
                    6: valueBits15to12 = registers[6];
                    7: valueBits15to12 = registers[7];
                    8: valueBits15to12 = registers[8];
                    9: valueBits15to12 = registers[9];
                    10: valueBits15to12 = registers[10];
                    11: valueBits15to12 = registers[11];
                    12: valueBits15to12 = registers[12];
                    13: valueBits15to12 = registers[13];
                    14: valueBits15to12 = registers[14];
                    15: valueBits15to12 = registers[15]; 
                endcase   
            end
endmodule
==> /design/flow/run.sh <==
#!/bin/bash
# OpenROAD 26Q1-2900-gdf79404cd8, Yosys 0.63+post, stock flow scripts
make -C /OpenROAD-flow-scripts/flow DESIGN_CONFIG=/design/flow/config.mk WORK_HOME=/design/flow/orfs finish
==> /design/flow/config.mk <==
export PLATFORM = sky130hd
export DESIGN_NAME = registerFile
export DESIGN_NICKNAME = registerFile
export VERILOG_FILES = /design/flow/design.v
export SDC_FILE = /design/flow/constraint.sdc
export NUM_CORES = 4
export LEC_CHECK = 1
export CORE_UTILIZATION = 30
==> /design/flow/constraint.sdc <==
current_design registerFile

set clk_period 16.8
set clk_io_pct 0.2

create_clock -name clk0 -period $clk_period [get_ports {clk}]

set non_clock_inputs [all_inputs -no_clocks]
set_input_delay [expr $clk_period * $clk_io_pct] -clock clk0 $non_clock_inputs
set_output_delay [expr $clk_period * $clk_io_pct] -clock clk0 [all_outputs]
==> results.toml <==
# flow metrics
[synth]
synthFlopType = "edfxtp_1"
edf_count = 240
ys_types = 78
ys_chip_area_mm2 = 0.01681
synthesis.instances = 1630
synth_warnings = 1
syn_area_mm2 = 0.01681
ys_ff = 288
ys_cells = 1630
avgSynthCellArea_um2 = 10.31
async_flop_share = 0

[pwr]
power_frac_clock = 0.349
p_sw_frac = 0.3287
p_leak_nw = 7.620
power_frac_seq = 0.454
p_comb_frac = 0.198
peakVddDrop_uv = 81.16
total_power_w = 0.001689
switchingPower_w = 0.0005551
p_per_area_mw_per_mm2 = 87.97
internal_power_w = 0.001133

[clock_tree]
hold_buffers = 0
cts_setup_buffers = 0
htreeDepth = 1
cts_resized = 0
cts_tree = "done"
cts_buffers = 28
clk_pin_slew_worst_paths_ns = 0.06
cts-root-buf = "clkbuf_16"
clockBufferDepth = 3

[critical_path]
path_cells = "buf_2, buf_4, nor2b_1, buf_4, mux2i_1, nor2_4, buf_4, a21o_1"
cp_max_fo = 68
path_delay_family = "buffers and inverters"
slowest_stage = "a21o_1"
worstSetupStartpoint = "instruction[14]"
crit_path_frequent_cell = "buf_4"
critical_path_class = "in -> reg"
start_kind = "input pin"
path_buffers = 4
required_ns = 16.98
path_depth = 8
cp_slowest_stage_delay_ns = 0.95
cp.arrival_ns = 6.84
crit_path_end_kind = "register"
endpoint = "registers[7][6]"

[route]
vias_per_cell = 6.591
dr_wl_met3_um = 16370
num_vias = 15940
routed_wirelength_um = 101300
top_layer_used = "met5"
wl_met1_um = 35900
drt-pass1-iter-count = 6
drc = 0
ant_nets = 0
routed-wl-met2_um = 41560
drt_first_iter_violations = 1665
routedWlPerCell_um = 41.86

[cells_and_area]
area_delta_synth_final_pct = 14.20
final_cells = 2419
stdcell_area_mm2 = 0.01919
final_cell_mix = "253 x and3_1, 240 x edfxtp_1, 94 x a21oi_1"
post-route-util = 0.3477
mostFrequentLayoutCell = "and3_1"
drive_gt1_frac = 0.1395

[final_timing]
rsz0062_at_grt = "no"
period_used_share = 0.3963
worstMarginPinSlew_ns = 1.096
relSlewSlack = 0.2695
finalSetupViolations = 0
finalHoldViolCount = 0
untimed_endpoints = 96
min_period_ns = 6.657
fmax_mhz = 150.2
tns_ns = 0
unclocked_regs = 48
slew_violations = 0

[die]
num_io_pins = 82
die_y_um = 238.7
rows = 86
coreArea_mm2 = 0.05520
initial_core_util = 0.3045
dieArea_mm2 = 0.05697
die_w_um = 238.7

[run]
drv_cap = 0
tool_warnings = 25

[global_routing]
grt_usage = 0.3727
antenna_found_initial = 8
grt_overflow = 0
grt_max_degree = 69
grt_first_pass_wirelength_um = 136700
grt_pass1_vias = 15730

[placed_design]
dpl.cell_count = 2363
port_buffers = 81
place_hpwl_um = 70930
placed_area_mm2 = 0.01832
place.gp.congestion = 1.091

[worst_hold_path]
whs_path_depth = 3
hold_class = "in -> reg"

[run_status]
status = "completed"
final cells by class:
cell class / instances / area, µm²
inverters: 16 / 60.06
flip-flops and latches: 288 / 7928
well taps: 748 / 935.9
diodes: 8 / 20.02
repair buffers: 171 / 1429
clock inverters: 16 / 113.9
multi-input cells: 1140 / 7970
fillers: 5515 / 36010
clock buffers: 32 / 737.0
stage by stage:
stage	hold slack, ns	worst slack (ns)
final	3.758	10.14
after global routing	3.758	10.13
after CTS	3.743	10.29
after detailed placement	4.335	9.738
after global placement	4.328	9.772
after floorplan	3.583	11.60
layer usage:
layer,global-route usage,vias up
li1,-,6395
met1,0.4493,7915
met2,0.5063,1310
met3,0.2416,316
met4,0.2059,8
met5,0.009524,-
power by group through the flow:
stage,combinational (W),clock [W],sequential (W)
final,0.000334,0.000589,0.000766
after global routing,0.000341,0.000612,0.000765
after CTS,0.000318,0.000588,0.000761
flip-flops by register name (all words and copies together), names as in the netlist:
register         cells
registers          240
valueBits11to8      16
valueBits15to12     16
valueBits7to4       16
cells in the mapped netlist (all sizes together), types with 24 or more instances:
cell | instances | area share
mux2i | 65 | 0.039
clkbuf | 96 | 0.022
nor2 | 75 | 0.017
nand3 | 33 | 0.0098
a31oi | 24 | 0.0089
o21ai | 44 | 0.013
dlxtn | 48 | 0.043
buf | 90 | 0.031
nand2 | 79 | 0.018
and3 | 254 | 0.095
a32oi | 31 | 0.016
nor2b | 36 | 0.014
a22oi | 62 | 0.028
a221oi | 24 | 0.013
edfxtp | 240 | 0.43
mux2 | 54 | 0.036
a22o | 25 | 0.013
a21oi | 94 | 0.028
tightest hold or removal path, stage by stage:
cell,delay (ns)
clkdlybuf4s50_1,0.40
buf_4,0.22
and3_1,0.18
kinds of logic after synthesis:
kind of cell | share of synthesized area
latches | 0.04288
simple gates | 0.1814
flops | 0.4288
buf+inv | 0.05718
compound gates | 0.1985
mux | 0.09120
how the worst min path moves through the flow:
stage | start | slack [ns] | endpoint
after CTS | selectedValue[2] | 3.74 | registers[12][2]
after global routing | selectedValue[2] | 3.76 | registers[12][2]
final | selectedValue[2] | 3.76 | registers[12][2]
Power figures rest on the tool's default switching activity, not on a simulated workload.
