--- ./run.sh ---
#!/bin/bash
# OpenROAD 26Q1-2900-gdf79404cd8, Yosys 0.63+post, stock flow scripts
make -C /OpenROAD-flow-scripts/flow DESIGN_CONFIG=/design/flow/config.mk WORK_HOME=/design/flow/orfs finish
--- ./config.mk ---
export PLATFORM = sky130hd
export DESIGN_NAME = PC
export DESIGN_NICKNAME = PC
export VERILOG_FILES = /design/flow/design.v
export SDC_FILE = /design/flow/constraint.sdc
export NUM_CORES = 4
export LEC_CHECK = 1
export CORE_AREA = 10 10 70 70
export DIE_AREA = 0 0 80 80
--- ./constraint.sdc ---
current_design PC

set clk_period 1.0
set clk_io_pct 0.2

create_clock -name clk0 -period $clk_period [get_ports {clk}]

set non_clock_inputs [all_inputs -no_clocks]
set_input_delay [expr $clk_period * $clk_io_pct] -clock clk0 $non_clock_inputs
set_output_delay [expr $clk_period * $clk_io_pct] -clock clk0 [all_outputs]
--- ./design.v ---
`timescale 1ns / 1ps
module PC(
    input clk,
    input reset,
    input [15:0] PCin,
    output reg [15:0] PCout
    );
    initial begin
            PCout <= 16'h0000;
    end
    always @(posedge clk) begin
        if (reset)
            PCout <= 16'h0040;
        else
            PCout <= PCin;
    end
endmodule
==> out/qor.txt <==
GRT Total Usage -> 3.591%
Synth Seq Share -> 73.35%
H-tree lvl count -> 1
fin crit period -> 0.9625 ns
first-pass GRT wire length -> 1.704 mm
Synth flops -> 16
buffers added on ports -> 33
XORs/XNORs by Area -> 0%
final worst slack -> 0.03752 ns
Die Wd -> 80 um
crit path from -> PCout[6]$_SDFF_PP1_
ANT cells -> 0
Top cell excl fill/tap -> clkdlybuf4s50_1
total global routing overflow -> 0
dpl ws -> -0.1321 ns
cells in synth_stat.txt -> 33
fin area -> 832.0 um2
cell accounting for the most synthesized area -> dfxtp_1
Buf/Inv on CP -> 1
CTS Buf Count -> 3
leakage -> 0.3553 nW
critical setup path kind -> register to output port
vias in the first global route -> 385
Comb area -> 105.1 um2
biggest area cells -> dfxtp_1 (73%), nor2b_1 (16%), and2b_1 (6.9%)
area fraction in mux cells -> 0%
DRC errors left -> 0
Post-Synth AOI/OAI Area -> 0%
RSZ-0062 raised after global routing -> no
status -> complete, no violations
final count of pins violating max slew -> 0
drt pass-1 iters -> 2
1st-iter DRT viols -> 5
Max rail drop VDD -> 0.0004539 V
GPL Wtd Cong -> 0.6801
Distinct cells, synth -> 5
Critical Path Slowest Stage Cell -> dfxtp_2
CP Max Fanout -> 1
worst-case clock buffer depth -> 2
Fillers -> 390
vias post-DR -> 334
CP required -> 0.80 ns
clk sinks -> 16
most numerous logic cells after layout -> clkdlybuf4s50_1 (17), nor2b_1 (11), clkbuf_2 (10)
Synthesis Warnings -> 1
worst relative slew slack -> 92.29%
Worst Tran Pin Value -> 0.1157 ns
Wirelength per Cell -> 10.74 um
Critical Path End Type -> output port
final worst path period share -> 96.25%
Worst path max stage delay -> 0.32 ns
Adders+Majority by Area -> 0%
effective utilization at floorplan -> 12.78%
HP Start -> PCin[12]
Top logic family -> simple AND/OR/NAND/NOR gates
yosys simple share -> 24.07%
largest net degree at the start of global routing -> 12
largest register by flop count -> PCout
Hold Path Class -> input port to register
routed wire length -> 1.256 mm
P&R area growth vs syn -> 90.54%
Avg Cell Area, Syn -> 13.23 um2
num rows -> 21
Power Density -> 1461 mW/mm2
Cell Chain, Critical Path -> clkdlybuf4s15_1
cell area after placement -> 840.8 um2
Worst-path clk slew -> 0.08 ns
CTS tree -> built
Final ANT Viol Nets -> 0
Vias per Instance -> 2.855
initial antenna violation count -> 0
Netlist Area Pre-Place -> 436.7 um2
Top Registers -> PCout: 16 flops
Fin. Hold Viols -> 0
sequential cell area -> 330.3 um2
element type at the critical path start -> register
fmax -> 1039 MHz
final setup fails -> 0
Post-Syn Instances -> 33
I/O Pins -> 34
Core ar. -> 0.003416 mm2
Clock Root Buffer -> clkbuf_4
yosys stat area -> 436.7 um2
Die ar. -> 0.006400 mm2
die height -> 80 um
Critical Path AT -> 0.76 ns
delay-heaviest family, CP -> flip-flops
number of flip-flops in the largest register -> 16
Max-Cap Viols -> 0
Max-area cell share -> 73.35%
Log Warnings -> 26
share of cells above drive strength 1 -> 35.21%
-- power breakdown --
part           internal, mW  switching (mW)
Combinational         0.110          0.0298
Sequential            0.674         0.00801
Clock                 0.221           0.172
-- through the flow --
stage	total power [mW]	hold slack (ns)	cells	util (%)	TNS, ns
after floorplan	0.7145	0.2716	33	-	0
after global placement	0.8647	0.7648	113	24.62	-1.075
after detailed placement	0.8665	0.7627	113	24.62	-1.204
after CTS	1.249	0.4649	117	25.71	-0.003345
after global routing	1.275	0.4547	117	24.36	0
final	1.216	0.4672	117	24.36	0
-- path summary, 6_finish.rpt --
check                         endpoint  slack (ns)  depth (start not counted)
hold / removal    PCout[12]$_SDFF_PP0_        0.47                          2
setup / recovery              PCout[6]        0.04                          1
-- repair_timing --
action                                  in CTS  in global routing
endpoints found under the setup margin      16                 13
buffers inserted                             0                  0
hold buffers                                 0                  0
resized                                     33                 19
-- cell usage after synthesis (all sizes together) --
cell / count
and2b: 4
or2: 1
buf: 1
nor2b: 11
dfxtp: 16
-- final cells by class --
class | count | share of cell area (%)
flip-flops and latches | 16 | 39.70
repair buffers | 35 | 36.39
multi-input cells | 16 | 12.63
well taps | 46 | 6.917
clock buffers | 4 | 4.361
-- cell families (layout without fill, tap and decap cells) --
kind of cell / after synthesis / after routing
buf+inv: 1 / 39
flops: 16 / 16
simple gates: 16 / 16
-- routing by layer --
metal	up-vias	track usage (%)	part of all wire [%]	wire length, um
li1	174	-	-	-
met1	138	2.142	32	403
met2	20	7.544	54	682
met3	2	2.955	13	163
met4	0	0.3521	0.56	7
met5	-	0	0	0
Power is estimated from default activity; no workload was simulated.
