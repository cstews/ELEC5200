==> flow/design.v <==
`timescale 1ns / 1ps
module ALU(
    input [15:0] valueBits11to8,
    input [15:0] valueBits15to12,
    input [2:0] ALUOp,
    output reg [15:0] dataOut
    );
    always @(*)
        case(ALUOp)
            3'b000: dataOut = valueBits11to8 + valueBits15to12;
            3'b001: dataOut = valueBits11to8 - valueBits15to12;
            3'b010: dataOut = valueBits11to8 & valueBits15to12;
            3'b011: dataOut = valueBits11to8 | valueBits15to12;
            3'b100: dataOut = valueBits11to8 ^ valueBits15to12;
            3'b101: dataOut = valueBits11to8 << valueBits15to12;         
            3'b110: dataOut = valueBits11to8 >> valueBits15to12;         
            3'b111: dataOut = valueBits11to8 >>> valueBits15to12;        
            default: dataOut = valueBits11to8 + 0;
        endcase
endmodule
==> flow/run.sh <==
#!/bin/bash
# OpenROAD 26Q1-2900-gdf79404cd8, Yosys 0.63+post, stock flow scripts
make -C /OpenROAD-flow-scripts/flow DESIGN_CONFIG=/design/flow/config.mk WORK_HOME=/design/flow/orfs finish
==> flow/config.mk <==
export PLATFORM = sky130hd
export DESIGN_NAME = ALU
export DESIGN_NICKNAME = ALU
export VERILOG_FILES = /design/flow/design.v
export SDC_FILE = /design/flow/constraint.sdc
export NUM_CORES = 4
export LEC_CHECK = 1
export CORE_UTILIZATION = 30
==> flow/constraint.sdc <==
current_design ALU

set clk_period 19.2
set clk_io_pct 0.2

create_clock -name clk0 -period $clk_period

set non_clock_inputs [all_inputs -no_clocks]
set_input_delay [expr $clk_period * $clk_io_pct] -clock clk0 $non_clock_inputs
set_output_delay [expr $clk_period * $clk_io_pct] -clock clk0 [all_outputs]
==> impl_metrics.env <==
# yosys + openroad results
export IMPL_rsz0062_at_grt="no"
export IMPL_crit_buf_inv=4
export IMPL_crit_type="input pin to output port"
export IMPL_cts_hold_fix_buffers=0
export IMPL_routed_wl_mm=12.13
export IMPL_crit_start="ALUOp[0]"
export IMPL_path_depth=15
export IMPL_first_pass_iters=6
export IMPL_syn_inst=494
export IMPL_yosysCellCount=494
export IMPL_top_cell_area_share_pct=18.19
export IMPL_p_leak_nw=1.594
export IMPL_finalSetupViolations=0
export IMPL_dieArea_um2=11430
export IMPL_fp_util_pct=31.42
export IMPL_vias=3852
export IMPL_syn_area_per_cell_um2=6.684
export IMPL_drive_gt1_share_pct=5.524
export IMPL_crit_end="dataOut[14]"
export IMPL_tightest_slew_ns=0.9617
export IMPL_placementRows=37
export IMPL_grt_total_usage_pct=21.86
export IMPL_hold_path_class="input pin to output port"
export IMPL_n_antenna_cell=0
export IMPL_flop_count=0
export IMPL_critical_path_top_delay_family="buffers and inverters"
export IMPL_warnings=49
export IMPL_yosys_area_um2=3302
export IMPL_yosysTopAreaCell="ha_1"
export IMPL_ys_seq_share_pct=0
export IMPL_num_fill_cells=1111
export IMPL_die_x_um=106.9
export IMPL_dp_hpwl_mm=9.814
export IMPL_lay_top_count="nor2_1"
export IMPL_synth_cell_type_count=64
export IMPL_critPathCaptureType="output port"
export IMPL_setup_slack_ns=6.774
export IMPL_outcome="finished, final reports clean"
export IMPL_synth_warnings=1
export IMPL_gr_total_overflow=0
export IMPL_ir_drop_uv=10.59
export IMPL_pre_cts_slack_ns=6.803
export IMPL_place_congestion=1.019
export IMPL_areaGrowthSynthToFinish_pct=18.61
export IMPL_worstPathCellList="clkdlybuf4s50_1, buf_4, clkinv_1, nor2_1, nor2_1, xnor2_1, ha_1, a211oi_2, o21a_1, o31ai_1, a31o_2, a2111oi_2, a31oi_1, o21ai_1, clkdlybuf4s50_1"
export IMPL_die_y_um=106.9
export IMPL_topCellsByArea="ha_1, a21oi_1, nor2_1"
export IMPL_period_used_pct=64.72
export IMPL_total_power_uw=113.8
export IMPL_utilization_pct=37.27
export IMPL_vias_per_cell=5.828
export IMPL_first_global_vias=3529
export IMPL_drv_slew=0
export IMPL_cp_max_fo=26
export IMPL_cts_resized=0
export IMPL_arrival_ns=8.59
export IMPL_wl_per_cell_um=18.35
export IMPL_cp_start_kind="input pin"
export IMPL_seq_area_um2=0
export IMPL_first_iter_violations=317
export IMPL_synth_area_um2=3302
export IMPL_coreArea_um2=10510
export IMPL_crit_slowest_cell="nor2_1"
export IMPL_crit_required_ns=15.36
export IMPL_hold_violations=0
export IMPL_final_cell_mix="nor2_1, clkdlybuf4s50_1, a21oi_1, ha_1, nand2_1"
export IMPL_io_buffers=51
export IMPL_whs_ns=8.903
export IMPL_remaining_drc_errors=0
export IMPL_ios=51
export IMPL_grt_pass1_wl_mm=19.41
export IMPL_p_per_area_nw_per_um2=29.06
export IMPL_max_stage_delay_ns=0.72
export IMPL_fin_crit_ns=12.43
export IMPL_fin_tns_setup_ns=0
export IMPL_fmax_mhz=80.48
export IMPL_ant_nets=0
export IMPL_grt_max_degree=43
export IMPL_grt_antenna_before_repair=0
export IMPL_slew_limit_headroom_pct=35.75
export IMPL_maxCapViolCount=0
export IMPL_nClkBuffers=0
export IMPL_cts_setup_buffers=0
## metal layers
layer / vias up / share of wire [%] / GRT usage [%]
li1: 1876 / - / -
met1: 1782 / 47 / 33.31
met2: 176 / 43 / 33.69
met3: 18 / 8.1 / 1.984
met4: 0 / 1.9 / 3.816
met5: - / 0 / 0
## cell families after synthesis
kind of cell / share of synthesized area (%)
adder cells (fa/ha/maj): 18.80
XOR/XNOR: 6.897
buffers and inverters: 7.768
multiplexers: 10.50
AND-OR/OR-AND: 33.27
AND/OR/NAND/NOR: 22.77
## per-stage QoR
stage,cells,cell area (um^2)
floorplan,494,3302
global placement,661,3916
detailed placement,661,3916
CTS,661,3916
global route,661,3916
finish,661,3916
## area by class of cell
class / instances / area (um^2) / share of cell area, %
inverter: 38 / 142.6 / 3.642
tap: 136 / 170.2 / 4.345
multi-input combinational: 429 / 3045 / 77.76
timing repair buffer: 58 / 558.0 / 14.25
## power by group
group / switching (mW) / internal, mW
sequential: 0 / 0
clock: 0 / 0
combinational: 0.0638 / 0.0501
## synth_stat cells (all sizes together) (11+ instances only)
library cell   n
a21oi         49
clkbuf        19
ha            48
inv           36
mux2i         20
nand2         46
nor2          61
nor3          11
o21ai         37
o22ai         11
xnor2         23
## how the worst min path moves through the flow
stage                         startpoint          to  slack, ns  depth (start not counted)
after CTS             valueBits15to12[3]  dataOut[0]       8.92                          5
after global routing  valueBits15to12[3]  dataOut[0]       9.00                          5
final                 valueBits15to12[3]  dataOut[0]       8.90                          5
Power and IR drop assume default switching activity.
